### run.sh
#!/bin/bash
# OpenROAD 26Q1-2900-gdf79404cd8, Yosys 0.63+post, stock flow scripts
make -C /OpenROAD-flow-scripts/flow DESIGN_CONFIG=/design/flow/config.mk WORK_HOME=/design/flow/orfs finish
### config.mk
export PLATFORM = sky130hd
export DESIGN_NAME = vgaHVsyncGen
export DESIGN_NICKNAME = vgaHVsyncGen
export VERILOG_FILES = /design/flow/design.v
export SDC_FILE = /design/flow/constraint.sdc
export NUM_CORES = 4
export LEC_CHECK = 1
export CORE_AREA = 10 10 110 110
export DIE_AREA = 0 0 120 120
### constraint.sdc
current_design vgaHVsyncGen

set clk_period 3.0
set clk_io_pct 0.2

create_clock -name clk0 -period $clk_period [get_ports {clk}]

set non_clock_inputs [all_inputs -no_clocks]
set_input_delay [expr $clk_period * $clk_io_pct] -clock clk0 $non_clock_inputs
set_output_delay [expr $clk_period * $clk_io_pct] -clock clk0 [all_outputs]
### design.v
module vgaHVsyncGen(clk, reset, Hsync, Vsync, counterX, counterY, displayZone);
	input clk, reset;
	output reg Hsync, Vsync;
	output reg[9:0] counterX;
	output reg[9:0] counterY;
	output reg displayZone;
	wire counterXMax;
	wire displayX;
	wire displayY;
	assign counterXMax = (counterX == 800);
	assign displayX = (counterX > 150 && counterX < 780);
	assign displayY = (counterY > 35 && counterY < 510);
	always @(posedge clk) begin
		if(reset) begin
			counterX <= 0;
			counterY <= 0;
		end else begin
			if(counterXMax) begin
				counterX <= 0;
				if(counterY == 521)
					counterY <= 0;
				else
					counterY <= counterY + 9'b1;
			end else
				counterX <= counterX + 10'b1;
			Hsync <= ~(counterX < 45);
			Vsync <= ~(counterY == 0);
			displayZone <= displayX && displayY;
		end
	end
endmodule
==> ci_impl_report.md <==
### Flow metrics

| Metric | Value |
|---|---|
| FP Core Util | between 10 and 15% |
| Worst EP arrival | about 2.4 ns |
| Worst R2R Path Depth | 6 |
| WP data required | about 3.2 ns |
| Final wirelength | a little over 3000 µm |
| CP peak stage delay | a little over 0.6 ns |
| Core area | between 9000 and 10000 µm² |
| Hold Slack | roughly 0.52 ns |
| Worst setup path endpoint | counterY[3] |
| Via-per-instance ratio | between 3 and 4 |
| Layout area overhead | 35.5% |
| Bufs on Longest Clock Path | 2 |
| Synth Seq Share | around two fifths |
| Setup violations, final | 0 |
| PwrDens | approximately 340 nW/µm² |
| MaxCap Viol Count | 0 |
| Critical Path Start | counterX[0] |
| Final Cycle Share | between 70% and 80% |
| RSZ-0062 raised after global routing | false |
| CTS resizes | 0 |
| Cell taking the most area after synthesis | dfxtp_1 |
| Max Fclk | ~460 MHz |
| Worst-Skew Late Latency | about 0.26 ns |
| All-Layer GR Usage | 4.21% |
| Setup_tns | 0 ns |
| # Cells Yosys | 137 |
| Synthesized area | 1180 µm² |
| H-tree depth | 1 |
| Origin of the critical flop-to-flop path | counterX[0] |
| Status | completed |
| Antenna viol nets, final | 0 |
| DRC viols | 0 |
| Critical path endpoint category | register |
| Crit-path cells | inv_1, ha_1, or3b_1, or4_1, or3_1, a21oi_1 |
| FF-to-FF setup slack | a little over 0.8 ns |
| Via count | ~1100 |
| Worst min-delay path class | register to register |
| FILL cells | between 1000 and 1500 |
| Worst Clk Skew | 0.00633 ns |
| Share of cells above drive strength 1 | 3.13% |
| Leak Pwr | approximately 0.54 nW |
| Pins Over Slew Limit | 0 |
| Worst R2R End | counterY[3] |
| Final core occ | roughly 16% |
| CTS tree | yes |
| Synth unique cells | 34 |
| Ports | 25 |
| Gpl congestion | around 0.77 |
| First-pass GRT wire length | between 5000 and 6000 µm |
| Top cell area share | between 30% and 40% |
| Chip height | approximately 120 µm |
| Slowest-stage cell, CP | or4_1 |
| Vias in the first global route | 984 |
| Row count | 36 |
| Root buf cell | clkbuf_8 |
| Endpoints failing hold | 0 |
| Pin count of the biggest net entering global routing | 13 |
| Hold Buf Count CTS | 0 |
| CTS Buf Count | 3 |
| Max transition margin | about three fifths |
| VDD IR max | 0.122 mV |
| Cells after synthesis | around 140 |
| #FFs+latches synth | 23 |
| CP Launch Type | register |
| Synth Warn # | 1 |
| Fin crit period | between 2 and 2.5 ns |
| Crit Path Max Fanout | 8 |
| Sink Count | 23 |
| Area reported by Yosys stat | approximately 1200 µm² |
| Worst slew pin tran | 0.614 ns |
| Crit Path Class | register to register |
| Reg clk slew, reported paths | 0.08 ns |
| Die Width | ~120 µm |
| First-pass iteration count of the detailed router | 4 |
| Mean Syn Cell Area | slightly below 9 µm² |
| Die Area | 14400 µm² |
| Port bufs | 24 |
| HPWL Detailed | 2400 µm |
| Diodes inserted | 0 |
| Initial antenna violation count | 0 |
| WL/cell | just over 10 µm |
| Top cells by area | dfxtp_1, edfxtp_1, ha_1, xor2_1, nand4_1 |
| Setup repair bufs after CTS | 0 |
| 1st-iter DRT viols | 19 |
| OpenROAD warnings | 29 |
| GRT Residual Overflow | 0 |
==> state kept, by name, indices dropped and copies added, names as in the netlist <==
register	flops
counterX	10
counterY	10
Hsync	1
Vsync	1
displayZone	1
==> metrics by stage <==
stage	power [mW]	instances	worst slack, ns	instance area [µm²]
2_1_floorplan	0.343	137	0.954	1180
4_1_cts	0.550	293	0.817	1610
3_3_place_gp	0.360	289	0.890	1560
5_1_grt	0.564	293	0.591	1610
3_5_place_dp	0.361	289	0.828	1560
6_report	0.543	293	0.813	1610
==> report_power, final <==
| part | total (mW) | switching, mW | internal, mW | leakage [nW] |
|---|---|---|---|---|
| logic | 0.0299 | 0.0141 | 0.0158 | 0.326 |
| clock network | 0.190 | 0.0955 | 0.0946 | 0.0228 |
| registers | 0.323 | 0.00738 | 0.316 | 0.193 |
| total | 0.543 | 0.117 | 0.426 | 0.542 |
==> kinds of logic (layout without fill, tap and decap cells) <==
logic type	Yosys count	after routing	share of synthesized area [%]
AOI/OAI and AO/OA	25	25	12.4
xor gates and xnor gates	9	9	6.65
adders and majority gates	6	6	6.34
buffers and inverters	11	34	4.54
DFF	23	23	41.4
and+or+nand+nor	63	63	28.7
==> cells in the final DEF (no fill, tap or decap), types with 2 or more instances in the layout <==
master,instances
a21oi_1,8
and3_1,5
clkbuf_8,3
clkdlybuf4s50_1,24
dfxtp_1,20
edfxtp_1,3
ha_1,6
inv_1,6
nand2_1,9
nand3_1,8
nand4_1,9
nor2_1,13
nor3_1,4
o21ai_0,9
o31ai_1,2
or3_1,7
xor2_1,8
==> final cells by class <==
cell class / instances / area [µm²] / area share [%]
clock buffers: 4 / 45.0 / 2.81
inverters: 6 / 22.5 / 1.40
multi-input cells: 103 / 641 / 39.9
flip-flops and latches: 23 / 490 / 30.6
well taps: 133 / 166 / 10.4
repair buffers: 24 / 240 / 15.0
==> Yosys cell counts <==
cell type	instances
and4_1	1
nand4_1	9
xnor2_1	1
dfxtp_1	20
nor3_1	4
or3b_1	1
a31oi_1	1
buf_6	1
nor2b_1	1
a21oi_1	8
o31ai_1	2
o21ai_0	9
buf_4	1
inv_1	6
edfxtp_1	3
or3_1	7
nor3b_1	1
clkbuf_1	2
nand2_1	9
o21ai_1	1
clkbuf_2	1
nand3_1	8
and2_1	1
xor2_1	8
ha_1	6
a311oi_1	1
o21bai_1	1
or3_4	1
and4_2	1
and3_1	5
nor2_1	13
o311a_1	1
a211o_1	1
or4_1	1
==> routing by layer <==
layer / track usage, % / part of all wire (%) / wire (µm) / up-vias
li1: - / - / - / 542
met4: 0.754 / 1.5 / 47 / 0
met2: 7.84 / 52 / 1600 / 16
met5: 0 / 0 / 0 / -
met3: 0.571 / 2.9 / 89 / 2
met1: 5.05 / 43 / 1310 / 501
==> how the worst min path moves through the flow <==
| stage | start | endpoint | slack (ns) | depth (start not counted) |
|---|---|---|---|---|
| finish | counterX[0] | counterX[0] | 0.52 | 1 |
| global route | counterX[0] | counterX[0] | 0.56 | 1 |
| CTS | counterX[0] | counterX[0] | 0.53 | 1 |
==> worst max-delay path: cells and delay by family (launching register included) <==
kind | cells | cell delay, ns
buf+inv | 1 | 0.10
flops | 1 | 0.38
simple gates | 3 | 1.32
fa+ha+maj | 1 | 0.18
compound gates | 1 | 0.14
No activity file was given, so power comes from the tool's default toggle rates.
