$ cat design/flow/run.sh
#!/bin/bash
# OpenROAD 26Q1-2900-gdf79404cd8, Yosys 0.63+post, stock flow scripts
make -C /OpenROAD-flow-scripts/flow DESIGN_CONFIG=/design/flow/config.mk WORK_HOME=/design/flow/orfs finish
$ cat design/flow/config.mk
export PLATFORM = sky130hd
export DESIGN_NAME = clock_divider
export DESIGN_NICKNAME = clock_divider
export VERILOG_FILES = /design/flow/design.v
export SDC_FILE = /design/flow/constraint.sdc
export NUM_CORES = 4
export LEC_CHECK = 1
export CORE_AREA = 10 10 91 91
export DIE_AREA = 0 0 101 101
$ cat design/flow/constraint.sdc
current_design clock_divider

set clk_period 7.2
set clk_io_pct 0.2

create_clock -name clk0 -period $clk_period [get_ports {clock}]

set non_clock_inputs [all_inputs -no_clocks]
set_input_delay [expr $clk_period * $clk_io_pct] -clock clk0 $non_clock_inputs
set_output_delay [expr $clk_period * $clk_io_pct] -clock clk0 [all_outputs]
$ cat design/flow/design.v
module DE1_SoC (CLOCK_50, HEX0, HEX1, HEX2, HEX3, HEX4, HEX5, KEY, LEDR, SW, VGA_R, VGA_G, VGA_B, VGA_HS, VGA_VS, VGA_BLANK_N, VGA_SYNC_N, VGA_CLK);
 output [6:0] HEX0, HEX1, HEX2, HEX3, HEX4, HEX5;
 output [9:0] LEDR;
 input [3:0] KEY;
 input [9:0] SW;
 input CLOCK_50;  
 output [7:0] VGA_R, VGA_G, VGA_B;
 output VGA_HS, VGA_VS, VGA_BLANK_N, VGA_SYNC_N, VGA_CLK;
 wire [31:0] clk;
 parameter whichClock = 0;  
 clock_divider cdiv (CLOCK_50, clk);
			assign HEX0 = 7'b1111111;
			assign HEX1 = 7'b1111111;
			assign HEX2 = 7'b1111111;
			assign HEX3 = 7'b1111111;
			assign HEX4 = 7'b1111111;
			assign HEX5 = 7'b0; 
		localparam width = 64;
		localparam height = 32;
		wire [(width - 1):0][(height - 1):0] wireBoard, wireCursor;
		lab8_main #(.WIDTH(width), .HEIGHT(height)) main (clk[0], SW[9], KEY[3:0], SW[1], SW[0], wireBoard, wireCursor);
		lifeVGADriver #(.WIDTH(width), .HEIGHT(height)) display (clk[0], SW[9], wireBoard, wireCursor, VGA_R, VGA_G, VGA_B, VGA_HS, VGA_VS, VGA_BLANK_N, VGA_SYNC_N);
		assign VGA_CLK = clk[whichClock];
endmodule 
module clock_divider (clock, divided_clocks);
 input clock;
 output [31:0] divided_clocks;
 reg [31:0] divided_clocks;
 initial
 divided_clocks = 32'b0;
 always @(posedge clock)
 divided_clocks = divided_clocks + 1;
endmodule 
==> run summary <==
Implementation numbers.

- The main logic family after synthesis is simple AND/OR/NAND/NOR gates.
- The flip-flop and latch area is 640.6 sq um.
- The overall via count from detail_route is 978.
- Setup repair after global routing left no endpoint under its margin.
- The origin of the worst min-delay path is divided_clocks[0]$_DFF_P_.
- The number of antenna diodes in the final layout is 0.
- The slowest stage of the critical path belongs to the cell sky130_fd_sc_hd__clkdlybuf4s50_1.
- The pin count of the biggest net entering global routing is 12.
- The run finished with clean final reports.
- The floorplan core area is 0.006350 sq mm.
- The critical path endpoint has a required time of 5760 ps.
- In the post-route report, total wirelength is listed as 2858 um.
- The depth of the CTS H-tree is 2.
- The area fraction in mux cells is 0%.
- The DRC marker count from the first detailed-route iteration is 15.
- The die width is 101 um.
- The final timing report counts setup violations totalling 0.
- The worst-case max-slew headroom was logged as 60.39%.
- The met2 usage is 8.845%.
- The endpoint with the worst hold slack is divided_clocks[0]$_DFF_P_.
- The number of flip-flops in the largest register is 32.
- The first global-routing pass estimated 4830 um of wire.
- After legalization and detailed placement, the total HPWL measured 2097 um.
- The synth_stat.txt file lists the number of cells as 127.
- The worst hold path stage count is 1.
- The cell count after synthesis is 127.
- The maximum ir drop on the vdd rail is 106.3 uV.
- The number of maximum-capacitance violations is 0.
- The layer flagged by global routing as most heavily used is met2.
- Per the final timing report, the hold violations number 0.
- After filler insertion, the fill cell instance count of the layout stands at 636.
- Ranking logic cells in the layout by count gives the top entries sky130_fd_sc_hd__dfxtp_1, sky130_fd_sc_hd__clkdlybuf4s50_1, sky130_fd_sc_hd__xor2_1.
- The slack of the critical path is 4542 ps.
- The DRC violation total left in the routed layout is recorded as 0.
- The cell family contributing the most delay on the critical path is buffers and inverters.
- Looking at the clock tree report, the maximum root-to-sink buffer count equals 2.
- After clock tree synthesis, the repair step resized 0 gates.
- The synthesized netlist devotes 0% of its cell area to compound gates.
- The cell area that synthesis handed to floorplanning was 0.001319 sq mm.
- Per the run report, area growth between synthesis and finish was 37.86%.
- Summing all multi-input logic gate instances after layout gives 634.4 sq um.
- The origin of the critical flop-to-flop path is divided_clocks[0]$_DFF_P_.
- The number of logged tool warnings is 25.
- In the final layout, the share of cells above drive strength 1 is 10.43%.
- The met1 usage in global routing is 6.877%.
- For this run, the top clock speed supported by timing is 0.3763 GHz.
- In this run, CTS created clock tree buffers numbering 5.
- On met3, the global router reports a usage of 3.742%.
- The unique cell type count in the Yosys netlist is 24.
- The number of global-route vias before repair was 954.
- The parity-gate share of the synthesized area counting xor and xnor cells is 19.92%.
- The congestion estimate from routability-driven global placement came to 0.7699.
- The initial antenna violation count is 0.
- The average instance in the mapped netlist occupies 10.38 sq um.
- The critical path goes through clkdlybuf4s50_1.
- The per-cell via count in the routed design is 4.075.
- The timing report gives the biggest stage delay along the critical path as 510 ps.
- The worst register-to-register path depth is 5.
- The number of hold buffers added after CTS was 0.
- The total negative setup slack is 0 ps.
- The insertion delay of the later-clocked pin in the worst-skew pair is 280 ps.
- The number of warnings printed during yosys synthesis is 1.
- Per the synthesis report, the simple-gate share of the synthesized area is 27.23%.
- The part of the cycle the worst path needs is 36.91%.
- Including well taps, the total number of placed cells is 232.
- The total congestion overflow after global routing is 0.
- The maximum net fanout on the critical path is 6.
- For this run, the detailed router's first-pass iteration total came to 4.
- The terminus of the critical flop-to-flop path is divided_clocks[28]$_DFF_P_.
- The share of synthesized cell area in full adder, half adder and majority cells is 0.9488%.
- The fraction of the yosys area taken by sequential cells is 48.58%.
- The final max-slew violation count recorded for this run is 0.
- Between clock sinks in the finished design, the worst skew comes to 7.385 ps.
- Row generation in the floorplan step produced 29 rows.
- The post-CTS setup buffer count is 0.
- Overall routing resource usage recorded by global route was 5.801%.
- The worst setup slack after placement is 4835 ps.
- Yosys reported a register bit count of 32.
- The overall chip area is 0.01020 sq mm.
- The ratio of total power to cell area is 189.7 mW/mm^2.
- The path class of the tightest hold or removal check is reg2reg.
- The clock sink count is 32.
- The timing report notes that buffer and inverter cells on the critical path total 1.
- The routed design shows a wire length per standard cell of 11.91 um.
- The minimum period implied by the final worst setup slack is 2658 ps.
- The tree is rooted in a sky130_fd_sc_hd__clkbuf_8.
- Per the OpenROAD floorplan log, the height of the die is 101 um.
- The category of the worst setup path launch point is a flip-flop.
- The residual antenna-violating net count after detailed routing is 0.
- Leaving out filler cells and counting taps, the final layout contains 240.
- The critical path is of the reg2out type.
- The number of top-level pins is 33.
- The endpoint arrival time on the critical path is 1220 ps.
- The buffer_ports step reported a buffer count of 32.
- TritonCTS built the clock tree.
- The slew at the pin closest to its max-slew limit is 592.5 ps.
- Before placement the cells fill 20.77% of the core.
- The setup slack on the worst flop-to-flop path is 5330 ps.
- The static power due to leakage is 0.0007137 uW.
- After clock tree synthesis, the clock-pin slew on the worst setup and hold paths is 70 ps.
- The worst setup path is captured at an output port.
- The yosys-reported design area after synthesis is 0.001319 sq mm.
-- final cells by class --
| class | instances | area share [%] |
|---|---|---|
| Sequential cell | 32 | 35.24 |
| Multi-Input combinational cell | 86 | 34.89 |
| Timing Repair Buffer | 32 | 17.62 |
| Tap cell | 77 | 5.299 |
| Clock buffer | 6 | 3.992 |
| Clock inverter | 2 | 1.927 |
| Inverter | 5 | 1.032 |
-- where the power goes --
part           switching (uW)  total, uW  internal, uW
clock                    65.4        168           103
combinational               0   0.000401             0
sequential                  0        177           177
-- kinds of logic after synthesis --
kind of cell / count (synthesis)
xor+xnor: 30
buf+inv: 9
fa+ha+maj: 1
simple gates: 55
flops: 32
-- through the flow --
step | hold slack [ps] | power, uW | cell area, sq um | util [%]
finish | 441.0 | 344.9 | 1818 | 28.63
global route | 462.7 | 364.3 | 1818 | 28.63
CTS | 447.2 | 354.1 | 1818 | 28.63
detailed placement | 426.8 | 181.0 | 1710 | 26.94
global placement | 423.1 | 181.0 | 1710 | 26.94
floorplan | 394.3 | 181.0 | 1319 | -
-- cell usage after synthesis --
| cell type | number | share of area, % |
|---|---|---|
| sky130_fd_sc_hd__nor4_2 | 5 | 4.7 |
| sky130_fd_sc_hd__xnor2_1 | 10 | 6.6 |
| sky130_fd_sc_hd__or3_1 | 1 | 0.47 |
| sky130_fd_sc_hd__buf_6 | 1 | 0.85 |
| sky130_fd_sc_hd__or2_2 | 1 | 0.47 |
| sky130_fd_sc_hd__nand4_1 | 3 | 1.4 |
| sky130_fd_sc_hd__nor2_1 | 6 | 1.7 |
| sky130_fd_sc_hd__buf_1 | 1 | 0.28 |
| sky130_fd_sc_hd__nor4_4 | 1 | 1.6 |
| sky130_fd_sc_hd__dfxtp_1 | 32 | 49 |
| sky130_fd_sc_hd__nor3_1 | 4 | 1.5 |
| sky130_fd_sc_hd__buf_2 | 2 | 0.76 |
| sky130_fd_sc_hd__and4_1 | 4 | 2.7 |
| sky130_fd_sc_hd__nand2b_1 | 1 | 0.47 |
| sky130_fd_sc_hd__xor2_1 | 20 | 13 |
| sky130_fd_sc_hd__or3_4 | 1 | 0.85 |
| sky130_fd_sc_hd__nor4_1 | 4 | 1.9 |
| sky130_fd_sc_hd__nand3_2 | 2 | 1.5 |
| sky130_fd_sc_hd__nor3b_1 | 1 | 0.57 |
| sky130_fd_sc_hd__inv_1 | 5 | 1.4 |
| sky130_fd_sc_hd__nand2_1 | 9 | 2.6 |
| sky130_fd_sc_hd__ha_1 | 1 | 0.95 |
| sky130_fd_sc_hd__and3_1 | 2 | 0.95 |
| sky130_fd_sc_hd__nand3_1 | 10 | 3.8 |
-- layer usage --
layer / up-vias / part of all wire, %
met4: 0 / 1.2
met5: - / 0
met2: 27 / 44
met1: 442 / 42
met3: 4 / 13
li1: 505 / -
-- how the worst max path moves through the flow --
stage,startpoint,to,cells past startpoint
after global routing,divided_clocks[2]$_DFF_P_,divided_clocks[2],1
final,divided_clocks[2]$_DFF_P_,divided_clocks[2],1
after CTS,divided_clocks[26]$_DFF_P_,divided_clocks[26],1
Power figures rest on the tool's default switching activity, not on a simulated workload.
